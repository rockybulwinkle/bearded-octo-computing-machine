--- /design/flow/run.sh ---
#!/bin/bash
# OpenROAD 26Q1-2900-gdf79404cd8, Yosys 0.63+post, stock flow scripts
make -C /OpenROAD-flow-scripts/flow DESIGN_CONFIG=/design/flow/config.mk WORK_HOME=/design/flow/orfs finish
--- /design/flow/config.mk ---
export PLATFORM = sky130hd
export DESIGN_NAME = top_level
export DESIGN_NICKNAME = top_level
export VERILOG_FILES = /design/flow/design.v
export SDC_FILE = /design/flow/constraint.sdc
export NUM_CORES = 4
export LEC_CHECK = 1
export CORE_UTILIZATION = 50
--- /design/flow/constraint.sdc ---
current_design top_level

set clk_period 1.5
set clk_io_pct 0.2

create_clock -name clk0 -period $clk_period [get_ports {fpgaClk_i}]

set non_clock_inputs [all_inputs -no_clocks]
set_input_delay [expr $clk_period * $clk_io_pct] -clock clk0 $non_clock_inputs
set_output_delay [expr $clk_period * $clk_io_pct] -clock clk0 [all_outputs]
--- /design/flow/design.v ---
`timescale 1ns / 1ps
module i2c(
		clk_i,
		reset_n,
		sda_io,
		scl_o,
		cmd,
		data_i,
		data_o,
		cmd_en,
		data_valid,
		ready
    );
	input clk_i;
	input reset_n;
	inout sda_io;
	input [3:0] cmd;
	input [7:0] data_i;
	output [7:0] data_o;
	input cmd_en;
	output reg scl_o;
	output reg data_valid;
	output reg ready = 0;
	reg sda_oe;
	reg sda_o;
	reg [15:0] state = RESET_STATE;
	reg [15:0] counter;
	reg [7:0] data_reg_i;
	reg [7:0] data_reg_o;
	assign data_o = data_reg_o;
	wire sda_io;
	wire sda_i;
	assign sda_io = sda_oe? (sda_o ? 1'bz : 1'b0) : 1'bz;  
	assign sda_i = sda_io;
	localparam RESET_STATE = 0;
	localparam START_INIT = 1;
	localparam STOP_INIT = 2;
	localparam SEND_INIT = 3;
	localparam RECV_INIT = 4;
	localparam START_SIG = 5;
	localparam START_WAIT = 6;
	localparam SEND_SETUP = 7;
	localparam SEND_CLK = 8;
	localparam SEND_HOLD = 9;
	localparam SEND_ACK = 10;
	localparam SEND_ACK_WAIT = 11;
	localparam SEND_WAIT = 12;
	localparam RECV_SETUP = 13;
	localparam RECV_CLK = 14;
	localparam RECV_HOLD = 15;
	localparam RECV_ACK = 16;
	localparam RECV_ACK_WAIT = 17;
	localparam RECV_WAIT = 18;
	localparam STOP_WAIT = 19;
	always @(posedge clk_i) begin
		if (!reset_n) begin
			scl_o <= 1;
			data_valid <= 0;
			ready <= 1;
			sda_oe <= 0;
			sda_o <= 1;
			state <= RESET_STATE;
			counter <= 0;
		end else begin
			case (state)
				RESET_STATE:
					begin
						scl_o <= 1;
						data_valid <= 0;
						ready <= 1;
						sda_oe <= 0;
						sda_o <= 1;
						state <= cmd_en? cmd : RESET_STATE;
						counter <= 0;
					end
				START_INIT:
					begin
						scl_o <= 1;
						data_valid <= 0;
						ready <= 0;
						sda_oe <= 1;
						sda_o <= 1;
						state <= START_SIG;
						counter <= 0;
					end
				START_SIG:
					begin
						scl_o <= 1;
						data_valid <= 0;
						ready <= 0;
						sda_oe <= 1;
						sda_o <= 0;
						state <= START_WAIT;
						counter <= 0;
					end
				START_WAIT:
					begin
						scl_o <= 1;
						data_valid <= 0;
						ready <= 1;
						sda_oe <= 1;
						sda_o <= 0;
						state <= cmd_en ? cmd : START_WAIT;
						counter <= 0;
					end
				SEND_INIT:
					begin
						scl_o <= 0;
						data_valid <= 0;
						ready <= 0;
						sda_oe <= 1;
						sda_o <= 0;
						state <= SEND_SETUP;
						counter <= 7;
						data_reg_i <= data_i;
					end
				SEND_SETUP:
					begin
						scl_o <= 0;
						data_valid <= 0;
						ready <= 0;
						sda_oe <= 1;
						sda_o <= data_i[counter];
						state <= SEND_CLK;
						counter <= counter;
						data_reg_i <= data_reg_i;
					end
				SEND_CLK:
					begin
						scl_o <=1 ;
						data_valid <= 0;
						ready<= 0;
						sda_oe <= 1;
						sda_o <= sda_o;
						state <= SEND_HOLD;
						data_reg_i <= data_reg_i;
					end
				SEND_HOLD:
					begin
						scl_o <= 0;
						data_valid <= 0;
						ready <= 0;
						sda_oe <= 1;
						sda_o <= sda_o;
						counter <= counter - 1;
						state <= (counter == 0) ? SEND_ACK : SEND_SETUP;
						data_reg_i <= data_reg_i;
					end
				SEND_ACK:
					begin
						scl_o <= 1;
						data_valid <= 0;
						ready <= 0;
						sda_oe <= 0;
						sda_o <= 1;
						state <= SEND_ACK_WAIT;
						counter <= 0;
					end
				SEND_ACK_WAIT:
					begin
						scl_o <= 1;
						data_valid <= 0;
						ready <= 0;
						sda_oe <= 0;
						sda_o <= 1;
						state <= sda_i ? SEND_ACK_WAIT : SEND_WAIT;
						counter <= 0;
					end
				SEND_WAIT:
					begin
						scl_o <= 0;
						data_valid <= 0;
						ready <= 1;
						sda_oe <= 0;
						sda_o <= 1;
						state <= cmd_en? cmd : SEND_WAIT;
						counter <= 0;
					end
				RECV_INIT:
					begin
						scl_o <= 0;
						data_valid <= 0;
						ready <= 0;
						sda_oe <= 0;
						sda_o <= 0;
						state <= RECV_SETUP;
						counter <= 7;
						data_reg_o <= 8'h00;
					end
				RECV_SETUP:
					begin
						scl_o <= 0;
						data_valid <= 0;
						ready <= 0;
						sda_oe <= 0;
						state <= RECV_CLK;
						counter <= counter;
						data_reg_o <= data_reg_o;
					end
				RECV_CLK:
					begin
						scl_o <=1 ;
						data_valid <= 0;
						ready<= 0;
						sda_oe <= 0;
						state <= RECV_HOLD;
						counter <= counter;
						data_reg_o <= data_reg_o;
					end
				RECV_HOLD:
					begin
						scl_o <= 0;
						data_valid <= 0;
						ready <= 0;
						sda_oe <= 0;
						counter <= counter - 1;
						state <= (counter == 0) ? RECV_ACK : RECV_SETUP;
						data_reg_o <= data_reg_o | (sda_i << counter) ;  
					end
				RECV_ACK:
					begin
						scl_o <= 1;
						data_valid <= 1;
						ready <= 0;
						sda_oe <= 1;
						sda_o <= 0;
						state <= RECV_ACK_WAIT;
						counter <= 0;
						data_reg_o <= data_reg_o;
					end
				RECV_ACK_WAIT:
					begin
						scl_o <= 1;
						data_valid <= 1;
						ready <= 0;
						sda_oe <= 1;
						sda_o <= 0;
						state <= sda_i ? RECV_ACK_WAIT : RECV_WAIT;
						counter <= 0;
						data_reg_o <= data_reg_o;
					end
				RECV_WAIT:
					begin
						scl_o <= 0;
						data_valid <= 1;
						ready <= 1;
						sda_oe <= 0;
						sda_o <= 1;
						state <= cmd_en? cmd : RECV_WAIT;
						counter <= 0;
						data_reg_o <= data_reg_o;
					end
				STOP_INIT:
					begin
						scl_o <= 1;
						data_valid <= 0;
						ready <= 0;
						sda_oe <= 1;
						sda_o <= 0;
						state <= STOP_WAIT;
						counter <= 0;
					end
				STOP_WAIT:
					begin
						scl_o <= 1;
						data_valid <= 0;
						ready <= 1;
						sda_oe <= 1;
						sda_o <= 1;
						state <= cmd_en ? cmd : STOP_WAIT;
						counter <= 0;
					end
			endcase
		end
	end
endmodule
`timescale 1ns / 1ps
module motor_hub(
		clk_i,
		reset_n,
		duty_i,
		out,
		timeout
    );
	 parameter RESOLUTION = 12;
	 input clk_i;
	 input reset_n;
	 input [RESOLUTION-1:0] duty_i;
	 output out;
	 output timeout;
	pwm #(.RESOLUTION(RESOLUTION)) motor_0(
    .clk_i(clk_i), 
    .reset_n(reset_n), 
    .duty_i(duty_i), 
    .out(out),
	 .timeout(timeout)
    );
endmodule
`timescale 1ns / 1ps
module pwm(
		clk_i,
		reset_n,
		duty_i,
		out,
		timeout
    );
	 parameter RESOLUTION = 12;
	 input clk_i;
	 input reset_n;
	 input[RESOLUTION-1:0] duty_i;
	 output reg out;
	 output reg timeout;
	 reg [RESOLUTION-1:0] counter;
	 initial begin
		out <= 0;
		counter <= 0;
		timeout <= 0;
	 end
	 always @ (posedge clk_i) begin
		if (!reset_n) begin
			counter <= 0;
		end else begin
			counter <= counter + 1;
			out <= counter < duty_i;
			timeout <= counter == 0;
		end
	 end
endmodule
`timescale 1ns / 1ps
module top_level(
			fpgaClk_i,
			chan_io,
			sda_io,
			scl_o
    );
	parameter RESOLUTION = 8;
	input fpgaClk_i;
	inout sda_io;
	output scl_o;
	output chan_io;
	reg reset_n;
	reg [RESOLUTION-1:0] duty_i;
	wire timeout;
	initial begin
		duty_i = 0;
		clkdiv = 0;
	end
	reg [31:0] clkdiv;
	always @ (posedge fpgaClk_i) begin
		clkdiv <= clkdiv + 1;
	end
		reg [7:0] data_reg_o;
	motor_hub #(.RESOLUTION(RESOLUTION)) instance_name (
    .clk_i(fpgaClk_i), 
    .reset_n(reset_n), 
    .duty_i(data_reg_o+128), 
    .out(chan_io),
	 .timeout(timeout)
    );
	reg [3:0] i2c_cmd;
	wire valid, ready;
	reg cmd_en;
	reg [15:0] state;
	reg [7:0] data_i;
	wire [7:0] data_o;
	initial begin
		i2c_cmd = 0;
		data_reg_o = 0;
		cmd_en = 0;
		reset_n = 0;
		state = RESET;
	end
	localparam RESET = 0;
	always @ (posedge clkdiv[2]) begin
		case (state)
			RESET:
				begin
					i2c_cmd <= 0;
					cmd_en <= 0;
					reset_n <= 0;
					state <= ready ? 1 : 0;
				end
			1:
				begin
					i2c_cmd <= 1;
					cmd_en <= 1;
					reset_n <= 1;
					state <= (!ready) ? 2 : 1;
				end
			2: begin
					i2c_cmd <= 3;
					cmd_en <= 0;
					reset_n <= 1;
					state <= ready ? 3 : 2;
				end
			3: begin
					i2c_cmd <= 3;
					cmd_en <= 1;
					reset_n <= 1;
					data_i <= 8'hD0;
					state <= (!ready) ? 4:3; 
				end
			4: begin
					i2c_cmd <= 3;
					cmd_en <= 0;
					reset_n <= 1;
					data_i <= 8'hD0;
					state <= ready ? 5 : 4;
				end
			5: begin
					i2c_cmd <= 3;
					cmd_en <= 1;
					reset_n <= 1;
					data_i <= 8'h6B;
					state <= (!ready) ? 6 : 5;
				end
			6: begin
					i2c_cmd <= 3;
					cmd_en <= 0;
					reset_n <= 1;
					data_i <= 8'h6B;
					state <= ready ? 7 : 6;
				end
			7: begin
					i2c_cmd <= 3;
					cmd_en <= 1;
					reset_n <= 1;
					data_i <= 8'h0;
					state <= (!ready) ? 8 : 7;
				end
			8: begin
					i2c_cmd <= 2;
					cmd_en <= 0;
					reset_n <= 1;
					data_i <= 8'h0;
					state <= ready ? 9 : 8;
				end
			9 : begin
					i2c_cmd <= 2;
					cmd_en <= 1;
					reset_n <= 1;
					state <= (!ready) ? 10 : 9;
				 end
			10: 
				begin
					i2c_cmd <= 1;
					cmd_en <= 0;
					reset_n <= 1;
					state <= ready ? 11 : 10;
				end
			11:
				begin
					i2c_cmd <= 1;
					cmd_en <= 1;
					reset_n <= 1;
					state <= (!ready) ? 12 : 11;
				end
			12:
				begin
					i2c_cmd <= 0;
					cmd_en <= 0;
					reset_n <= 1;
					state <= (ready) ? 13 : 12;
				end
			13:
				begin
					i2c_cmd <= 3;
					cmd_en <= 1;
					reset_n <= 1;
					data_i <= 8'hD0;
					state <= (!ready) ? 14: 13;
				end
			14:
				begin
					i2c_cmd <= 0;
					cmd_en <= 0;
					reset_n <= 1;
					data_i <= 8'hD0;
					state <= ready ? 15 : 14;
				end
			15:
				begin
					i2c_cmd <= 3;
					cmd_en <= 1;
					reset_n <= 1;
					data_i <= 8'h3B;
					state <= (!ready) ? 16 : 15;
				end
			16:
				begin
					i2c_cmd <= 0;
					cmd_en <= 0;
					reset_n <= 1;
					data_i <= 8'h43;
					state <= ready ? 17 : 16;
				end
			17:
				begin
					i2c_cmd <= 1;
					cmd_en <= 1;
					reset_n <= 1;
					state <= (!ready) ? 18 : 17;
				end
			18:
				begin
					i2c_cmd <= 0;
					cmd_en <= 0;
					reset_n <= 1;
					state <= ready ? 19 : 18;
				end
			19:
				begin
					i2c_cmd <= 3;
					cmd_en <= 1;
					reset_n <= 1;
					data_i <= 8'hD1;
					state <= (!ready) ? 20 : 19;
				end
			20:
				begin
					i2c_cmd <= 0;
					cmd_en <= 0;
					reset_n <= 1;
					data_i <= 8'hD1;
					state <= ready ? 21 : 20;
				end
			21:
				begin
					i2c_cmd <= 4;
					cmd_en <= 1;
					reset_n <= 1;
					state <= (!ready) ? 22 : 21;
				end
			22:
				begin
					i2c_cmd <= 0;
					cmd_en <= 0;
					reset_n <= 1;
					state <= ready ? 23 : 22;
				end
			23:
				begin
					i2c_cmd <= 2;
					cmd_en <= 1;
					reset_n <= 1;
					state <= (!ready) ? 10 : 23;
				end
		endcase
	end
	always @ (posedge clkdiv[0]) begin
		data_reg_o <= valid ? data_o : data_reg_o;
	end
	i2c i2c_mpu6050 (
    .clk_i(clkdiv[3]),
    .reset_n(reset_n), 
    .sda_io(sda_io), 
    .scl_o(scl_o), 
    .cmd(i2c_cmd), 
    .data_i(data_i), 
    .data_o(data_o), 
    .cmd_en(cmd_en), 
    .data_valid(valid), 
    .ready(ready)
    );
endmodule
==> summary.txt <==
impl run done, here's what came out: synthesis area per yosys between 0.002 and 0.003 mm², max_cap viols 0, register pins left without a clock 33, die area between 0.005 and 0.006 mm², pwr dens 238 mW/mm², pre-CTS setup slack 443 ps, Tmin final 1320 ps, crit path kind reg2out, Total GRT Usage 0.199, fillcell total slightly below 500, WL met1 2720 µm, Via-to-Cell Ratio 5.84, Distinct cells, synth 52, Leak 0.956 nW, biggest area cells dfxtp_1 26%, edfxtp_1 12%, nor2_1 5.0%, syn avg cell area 8.17 µm², iteration tally of the first detailed-router pass 4, most instantiated logic cells after routing 35 x nor2_1, 35 x dfxtp_1, 24 x a21oi_1, DR top layer met4, Worst Tran Pin Value 896 ps, met2 wire length 2340 µm, DR WL met3 95 µm, Antenna Nets Post-Route 0, endpoints failing setup 0, pin count of the biggest net entering global routing 36, Detail Placement HPWL 3470 µm, slowest stage delay, CP between 400 and 500 ps, die width 74.8 µm, CP startpoint kind flip-flop, Hold-fix buffers, CTS 0, clk latency late pin 240 ps, Core Box Area 0.00511 mm², Data arrival, critical path between 1000 and 1500 ps, Die Ht around 75 µm, Worst-path clk slew approximately 50 ps, Port Buffers 2, Crit-path slowest cell clkdlybuf4s50_1, CTS Buf Count 3, root buf cell clkbuf_8, Max-area cell share 0.265, Worst Path Buf+Inv 1, Flops after synth roughly 46, Longest Clk Path Bufs 2, Setup Fix Bufs, Post-CTS 0, Post-synth seq share 0.390, fp util 0.518, post-synthesis async set-or-reset flop share 0, initial antenna violation count 0, global-route wire length before repair 8510 µm, fmax ~0.76 GHz, crit end category primary output, worst-path fanout max 1, WL/cell around 14 µm, Final Skew 0.963 ps, IO Pins 4, Mapped Area 0.00265 mm², worst-path cell chain clkdlybuf4s50_1, initial drt markers between 200 and 250, endpoints left unconstrained around 45, Setup WS post-layout around 180 ps, slew margin rel. 0.402, area growth from synthesis to layout 3.17%, Final period util 0.881, Yosys top cell by area dfxtp_1, ANT cells 0, worst min-delay path category reg2reg, CTS tree yes, Setup TNS Final 0 ps, Top FF cell, synth dfxtp_1, status completed, Peak supply drop 0.563 mV, final tally of hold violations 0, drt drc 0, Req. time, crit path 1200 ps, row cnt 26, CP top delay family buffers and inverters, post-CTS sizing 0, synthesized instance count 324, CTS H-tree lvls 1, drt total wl 5170 µm, Placer Congestion about 0.84, number of global-route vias before repair 1839, share of post-route cells with drive strength above 1 0.0390, Overflow after GRT 0, Post-synth EDFFs 11, Slew Viols, Final 0, synth warn 6, tool warnings 26, # Cells Yosys 324, RSZ-0062 raised after global routing no, Via Count ~2200
-- through the flow --
step	hold WS [ps]	util	instances	area, µm²	power (mW)
finish	401	0.535	378	2730	0.649
global placement	380	0.526	374	2690	0.357
global route	419	0.535	378	2730	0.672
CTS	403	0.535	378	2730	0.656
detailed placement	387	0.526	374	2690	0.357
floorplan	370	-	324	2650	0.358
-- registers in the layout, summed over array words and instances (netlist names) --
register                       count
instance_name.motor_0.counter      8
i2c_mpu6050.counter               16
cmd_en                             1
i2c_mpu6050.scl_o                  1
clkdiv                             4
i2c_mpu6050.ready                  1
instance_name.motor_0.out          1
i2c_mpu6050.state                  5
state                              5
reset_n                            1
i2c_cmd                            3
-- worst paths after layout --
check,startpoint,slack [ps],cells after the start,to
hold reg to reg,clkdiv[0]$_DFF_P_,400,1,clkdiv[0]$_DFF_P_
setup reg to reg,instance_name.motor_0.counter[2]$_SDFF_PN0_,440,4,instance_name.motor_0.counter[7]$_SDFF_PN0_
hold / removal,clkdiv[0]$_DFF_P_,400,1,clkdiv[0]$_DFF_P_
setup / recovery,instance_name.motor_0.out$_DFFE_PP_,180,1,chan_io
-- report_power, final --
part	total, mW	switching [mW]	internal (mW)
registers	0.349	0	0.349
clock network	0.300	0.113	0.187
logic	0.0000455	0.0000450	0
total	0.649	0.113	0.536
-- cell type report --
cell class / count / area, µm² / area share
Clock buffer: 4 / 45.0 / 0.0165
Inverter: 13 / 48.8 / 0.0179
Multi-Input combinational cell: 238 / 1460 / 0.535
Sequential cell: 46 / 1030 / 0.378
Tap cell: 70 / 87.6 / 0.0321
Timing Repair Buffer: 7 / 57.6 / 0.0211
-- cell families after synthesis --
kind of cell / share of synthesized area
AOI/OAI and AO/OA: 0.200
xor gates and xnor gates: 0.0695
adders and majority gates: 0.0189
buffers and inverters: 0.0586
DFF: 0.390
muxes: 0.0189
other: 0.00142
and+or+nand+nor: 0.244
-- cells in the mapped netlist (3+ instances only) --
cell      instances
edfxtp_1         11
clkbuf_1         20
nand3_1          10
o21a_1            4
or4_1             3
nor2_1           35
o211a_1           3
o21ai_0          18
nor2b_1           4
nor4_1            4
buf_1             5
nand4b_1          3
inv_1            11
a21oi_1          24
o22ai_1           7
a31oi_1           5
nand2b_1          5
xor2_1           15
xnor2_1           6
nor3_1           12
mux2i_1           5
ha_1              4
nand4_1          17
and2_1            3
nand2_1          18
dfxtp_1          35
nor4b_1           3
-- routing by layer --
layer	vias up	track usage
met4	0	0.0210
met3	4	0.00543
met5	-	0
met1	1027	0.337
met2	37	0.308
li1	1140	-
Power figures rest on the tool's default switching activity, not on a simulated workload.
